$ cat flow/run.sh
#!/bin/bash
# OpenROAD 26Q1-2900-gdf79404cd8, Yosys 0.63+post, stock flow scripts
make -C /OpenROAD-flow-scripts/flow DESIGN_CONFIG=/design/flow/config.mk WORK_HOME=/design/flow/orfs finish
$ cat flow/config.mk
export PLATFORM = sky130hd
export DESIGN_NAME = AhaClockDivider
export DESIGN_NICKNAME = AhaClockDivider
export VERILOG_FILES = /design/flow/design.v
export SDC_FILE = /design/flow/constraint.sdc
export NUM_CORES = 4
export LEC_CHECK = 1
export CORE_AREA = 10 10 78 78
export DIE_AREA = 0 0 88 88
$ cat flow/constraint.sdc
current_design AhaClockDivider

set clk_period 1.1
set clk_io_pct 0.2

create_clock -name clk0 -period $clk_period [get_ports {CLK_IN}]

set non_clock_inputs [all_inputs -no_clocks]
set_input_delay [expr $clk_period * $clk_io_pct] -clock clk0 $non_clock_inputs
set_output_delay [expr $clk_period * $clk_io_pct] -clock clk0 [all_outputs]
$ cat flow/design.v
module AhaClockDivider (
  input   wire          CLK_IN,
  input   wire          RESETn,
  output  wire          CLK_by_1,
  output  wire          CLK_by_1_EN,
  output  wire          CLK_by_2,
  output  wire          CLK_by_2_EN,
  output  wire          CLK_by_4,
  output  wire          CLK_by_4_EN,
  output  wire          CLK_by_8,
  output  wire          CLK_by_8_EN,
  output  wire          CLK_by_16,
  output  wire          CLK_by_16_EN,
  output  wire          CLK_by_32,
  output  wire          CLK_by_32_EN
);
  wire  clk_by_1_en_w;
  wire  clk_by_2_w;
  wire  clk_by_2_en_w;
  wire  clk_by_4_w;
  wire  clk_by_4_en_w;
  wire  clk_by_8_w;
  wire  clk_by_8_en_w;
  wire  clk_by_16_w;
  wire  clk_by_16_en_w;
  wire  clk_by_32_w;
  wire  clk_by_32_en_w;
  wire  reset_sync_n;
  AhaResetSync u_rst_sync (
    .CLK        (CLK_IN),
    .Dn         (RESETn),
    .Qn         (reset_sync_n)
  );
  AhaFreqDivider u_aha_freq_divider (
    .CLK        (CLK_IN),
    .RESETn     (RESETn),
    .By2CLK     (clk_by_2_w),
    .By4CLK     (clk_by_4_w),
    .By8CLK     (clk_by_8_w),
    .By16CLK    (clk_by_16_w),
    .By32CLK    (clk_by_32_w)
  );
  AhaEnGenerator u_aha_en_generator (
    .CLK        (CLK_IN),
    .RESETn     (RESETn),
    .By2CLKEN   (clk_by_2_en_w),
    .By4CLKEN   (clk_by_4_en_w),
    .By8CLKEN   (clk_by_8_en_w),
    .By16CLKEN  (clk_by_16_en_w),
    .By32CLKEN  (clk_by_32_en_w)
  );
  assign CLK_by_1       = CLK_IN;
  assign CLK_by_1_EN    = 1'b1;
  assign CLK_by_2       = clk_by_2_w;
  assign CLK_by_2_EN    = clk_by_2_en_w;
  assign CLK_by_4       = clk_by_4_w;
  assign CLK_by_4_EN    = clk_by_4_en_w;
  assign CLK_by_8       = clk_by_8_w;
  assign CLK_by_8_EN    = clk_by_8_en_w;
  assign CLK_by_16      = clk_by_16_w;
  assign CLK_by_16_EN   = clk_by_16_en_w;
  assign CLK_by_32      = clk_by_32_w;
  assign CLK_by_32_EN   = clk_by_32_en_w;
endmodule
module AhaEnGenerator (
  input   wire          CLK,
  input   wire          RESETn,
  output  wire          By2CLKEN,
  output  wire          By4CLKEN,
  output  wire          By8CLKEN,
  output  wire          By16CLKEN,
  output  wire          By32CLKEN
);
  reg [4:0] counter_r;
  reg       by2clk_en_r;
  reg       by4clk_en_r;
  reg       by8clk_en_r;
  reg       by16clk_en_r;
  reg       by32clk_en_r;
  always @(posedge CLK or negedge RESETn) begin
    if(~RESETn) counter_r   <= 5'h0;
    else counter_r  <= counter_r + 1'b1;
  end
  always @(posedge CLK or negedge RESETn) begin
    if(~RESETn) begin
      by2clk_en_r   <= 1'b0;
      by4clk_en_r   <= 1'b0;
      by8clk_en_r   <= 1'b0;
      by16clk_en_r  <= 1'b0;
      by32clk_en_r  <= 1'b0;
    end else begin
      by2clk_en_r   <= counter_r[0]     == 1'b1;
      by4clk_en_r   <= counter_r[1:0]   == 2'b11;
      by8clk_en_r   <= counter_r[2:0]   == 3'b111;
      by16clk_en_r  <= counter_r[3:0]   == 4'hF;
      by32clk_en_r  <= counter_r[4:0]   == 5'h1F;
    end
  end
  assign By2CLKEN   = by2clk_en_r;
  assign By4CLKEN   = by4clk_en_r;
  assign By8CLKEN   = by8clk_en_r;
  assign By16CLKEN  = by16clk_en_r;
  assign By32CLKEN  = by32clk_en_r;
endmodule
module AhaFreqDivider (
  input   wire        CLK,
  input   wire        RESETn,
  output  wire        By2CLK,
  output  wire        By4CLK,
  output  wire        By8CLK,
  output  wire        By16CLK,
  output  wire        By32CLK
);
  reg [4:0]   counter;
  reg         by2clk_r;
  reg         by4clk_r;
  reg         by8clk_r;
  reg         by16clk_r;
  reg         by32clk_r;
  always @(posedge CLK or negedge RESETn) begin
    if(~RESETn) counter <= 5'h0;
    else counter <= counter + 1'b1;
  end
  always @(posedge CLK or negedge RESETn) begin
    if(~RESETn) begin
      by2clk_r    <= 1'b0;
      by4clk_r    <= 1'b0;
      by8clk_r    <= 1'b0;
      by16clk_r   <= 1'b0;
      by32clk_r   <= 1'b0;
    end else begin
      by2clk_r    <= ~counter[0];
      by4clk_r    <= ~counter[1];
      by8clk_r    <= ~counter[2];
      by16clk_r   <= ~counter[3];
      by32clk_r   <= ~counter[4];
    end
  end
  assign By2CLK   = by2clk_r;
  assign By4CLK   = by4clk_r;
  assign By8CLK   = by8clk_r;
  assign By16CLK  = by16clk_r;
  assign By32CLK  = by32clk_r;
endmodule  
module AhaResetSync (
  input   wire  CLK,
  input   wire  Dn,
  output  wire  Qn
);
  reg sync_q;
  reg sync_qq;
  always @(posedge CLK or negedge Dn) begin
    if(~Dn) begin
      sync_q   <= 1'b0;
      sync_qq  <= 1'b0;
    end else begin
      sync_q   <= 1'b1;
      sync_qq  <= sync_q;
    end
  end
  assign Qn  = sync_qq;
endmodule
==> run_results.csv <==
group,metric,value,unit
yosys,syn_avg_cell_area,15.2,µm²
floorplanning,fp-utilization,14.5,%
cts,clk_latency,0.35,ns
cts,post-cts-setup-buffer-count,0,
global_routing,first_global_vias,398,
floorplanning,die_w,88,µm
floorplanning,fp.dieArea,0.00774,mm²
yosys,ys_area,638,µm²
power,power.ir.vdd_worst,0.561,mV
yosys,postSynth.asyncResetShare,100,%
timing,grt_setup_unrepaired,"true",
floorplanning,standard_cell_row_count,24,
yosys,netlist_top_cells_count,"dfrtp_1, inv_1, ha_1",
yosys,synth_top_flop_cell,"dfrtp_1",
outcome,result_of_the_run,"complete, no violations",
yosys,ys_cells,42,
placement,placed_cell_area,853,µm²
global_routing,grt_remaining_overflow,0,
setup_path,startpoint_type,"flop",
power,p_total,1430,µW
placement,finalWeightedCongestion,0.734,
setup_path,endpoint_kind,"primary output",
route,antenna_diode_count,0,
cts,post_cts_hold_buffer_count,0,
placement,place.port_buffers,12,
setup_path,worst-endpoint-arrival,0.84,ns
route,antenna_violating_nets_post_route,0,
global_routing,wire_length_of_the_first_global_routing_pass,1.76,mm
global_routing,grt_antenna_before_repair,0,
global_routing,grt_max_degree,20,
route,wl,1.02,mm
global_routing,gr-usage-all-layers,2.87,%
run,maxCapViolCount,0,
yosys,synth_top_cell_by_area,"dfrtp_1",
yosys,synth_seq_share,74.5,%
timing,hold_viol,0,
timing,max_clock_skew,0.000948,ns
yosys,postSynthCellCount,42,
final_layout,final_design_area_no_fill,895,µm²
final_layout,layout-drive-gt1-share,37.1,%
power,leakage,0.000435,µW
final_layout,final.fill_count,448,
setup_path,list_of_cells_traversed_by_the_critical_path,"buf_2",
setup_path,critPathMaxStageDelay,0.38,ns
run,openroad.warnings,28,
yosys,post_synth_instance_area,638,µm²
timing,final.min_clock_period,1.06,ns
route,via_count,341,
setup_path,worst-path-max-fanout,2,
final_layout,syn_to_final_growth,40.2,%
route,viasPerCell,2.99,
timing,report.final.slew_viol_count,0,
setup_path,cp.depth,1,
floorplanning,io_pins,14,
setup_path,worst-endpoint-required,0.88,ns
yosys,number_of_unique_standard_cell_types_used_by_synthesis,10,
yosys,yosys_warnings,3,
cts,tritoncts_clock_tree,"done",
worst_hold_path,timing.hold.worst.class,"input pin to async pin",
floorplanning,fp.coreArea,0.00441,mm²
setup_path,path_delay_family,"flip-flops",
route,initialDrtViolationCount,16,
route,routedWlPerCell,8.93,µm
setup_path,criticalPathCategory,"flop to primary output",
placement,detailed_place_hpwl,799,µm
timing,maxClockFrequency,0.946,GHz
route,drt_first_pass_iters,2,
setup_path,critPathBufInv,1,
yosys,top_area_share,74.5,%
yosys,netlist.top_cell.by_instances,"dfrtp_1",
floorplanning,die_y,88,µm
cts,clk_pin_slew_worst_paths,0.06,ns
route,route.detailed.drc,0,
yosys,synth.ff_latch_count,19,
yosys,yosys-top-cells-area,"dfrtp_1, ha_1, xnor2_1",
setup_path,worst_path_max_delay_cell,"dfrtp_1",
timing,final-setup-viol-count,0,
setup_path,r2r_cells,3,
power,power-per-cell-area,1600,mW/mm²
yosys,enable_flop_cells,0,
timing,fin_crit_sh,96.1,%
==> final timing paths <==
check | from | endpoint | slack, ns
max | u_aha_freq_divider.counter[0]$_DFF_PN0_ | CLK_by_2 | 0.04
min in group clk0 | CLK_IN | CLK_by_1 | 0.38
max in group asynchronous | RESETn | u_aha_en_generator.by32clk_en_r$_DFF_PN0_ | 0.77
max reg2reg | u_aha_en_generator.counter_r[0]$_DFF_PN0_ | u_aha_en_generator.counter_r[4]$_DFF_PN0_ | 0.06
min | RESETn | u_aha_freq_divider.by4clk_r$_DFF_PN0_ | 0.21
min reg2reg | u_aha_freq_divider.counter[4]$_DFF_PN0_ | u_aha_freq_divider.by32clk_r$_DFF_PN0_ | 0.45
==> timing repair <==
action / 4_1_cts / 5_1_grt
resized: 35 / 1
endpoints found under the setup margin: 12 / 2
endpoints found under the hold margin: 0 / 0
gates cloned: 0 / 0
pin swaps: 0 / 1
==> worst reg2reg max path, stage by stage, from the launching register on <==
cell and delay [ns]:
dfrtp_1 0.39, ha_2 0.19, and3_4 0.15, ha_4 0.20
==> power by group <==
group	switching, µW	leakage [µW]	internal [µW]	total (µW)
clock network	229	0.0000432	476	705
logic	14.1	0.000157	10.3	24.4
registers	0	0.000235	699	699
==> per-stage QoR <==
stage          TNS (ns)  setup slack (ns)  hold slack [ns]  cells  util [%]
3_3_place_gp    -0.0374           -0.0374            0.429    108      19.3
2_1_floorplan         0           0.00818          -0.0756     42         -
3_5_place_dp    -0.0384           -0.0374            0.441    108      19.3
4_1_cts               0           0.00392            0.201    114      20.0
6_report              0            0.0434            0.206    114      20.3
5_1_grt        -0.00426          -0.00426            0.195    114      20.3
==> cell families after synthesis <==
family	share of synthesized area (%)
flops	74.5
buf+inv	5.88
xor+xnor	6.86
simple gates	4.31
fa+ha+maj	7.84
other cells	0.588
==> layout by cell type (no fill, tap or decap), types with 2 or more instances in the layout <==
master	instances
xor2_1	2
nand3_1	3
buf_4	3
dfrtp_1	19
ha_1	2
xnor2_1	3
clkbuf_8	5
inv_1	6
buf_2	10
==> sequential cells by signal (all words and copies together) (netlist names) <==
| register | flops |
|---|---|
| u_aha_freq_divider.by4clk_r | 1 |
| u_aha_en_generator.by16clk_en_r | 1 |
| u_aha_en_generator.by32clk_en_r | 1 |
| u_aha_freq_divider.by32clk_r | 1 |
| u_aha_en_generator.by2clk_en_r | 1 |
| u_aha_en_generator.counter_r | 5 |
| u_aha_freq_divider.by16clk_r | 1 |
| u_aha_freq_divider.by8clk_r | 1 |
| u_aha_freq_divider.counter | 5 |
| u_aha_en_generator.by4clk_en_r | 1 |
| u_aha_en_generator.by8clk_en_r | 1 |
==> layer usage <==
layer	global-route usage, %	part of all wire, %	vias to the layer above
met5	0	0	-
li1	-	-	166
met3	2.71	14	3
met1	3.17	42	160
met2	3.97	42	12
met4	0.580	1.2	0
==> cell type report <==
type                    instances  area [µm²]  area share [%]
well taps                      52        65.1            7.27
repair buffers                 15         103            11.5
inverters                       6        22.5            2.52
multi-input cells              15         145            16.2
flip-flops and latches         19         475            53.1
clock buffers                   7        83.8            9.37
No activity file was given, so power comes from the tool's default toggle rates.
