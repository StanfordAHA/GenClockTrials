--- /design/flow/constraint.sdc ---
current_design AhaClockSelector

set clk_period 1.8
set clk_io_pct 0.2

create_clock -name clk0 -period $clk_period [get_ports {CLK_by_1}]
create_clock -name clk1 -period $clk_period [get_ports {CLK_by_16}]
create_clock -name clk2 -period $clk_period [get_ports {CLK_by_2}]
create_clock -name clk3 -period $clk_period [get_ports {CLK_by_32}]
create_clock -name clk4 -period $clk_period [get_ports {CLK_by_4}]
create_clock -name clk5 -period $clk_period [get_ports {CLK_by_8}]

set non_clock_inputs [all_inputs -no_clocks]
set_input_delay [expr $clk_period * $clk_io_pct] -clock clk0 $non_clock_inputs
set_output_delay [expr $clk_period * $clk_io_pct] -clock clk0 [all_outputs]
--- /design/flow/design.v ---
module AhaClockSelector (
  input   wire          CLK_by_1,        
  input   wire          CLK_by_1_EN,     
  input   wire          CLK_by_2,        
  input   wire          CLK_by_2_EN,     
  input   wire          CLK_by_4,        
  input   wire          CLK_by_4_EN,     
  input   wire          CLK_by_8,        
  input   wire          CLK_by_8_EN,     
  input   wire          CLK_by_16,       
  input   wire          CLK_by_16_EN,    
  input   wire          CLK_by_32,       
  input   wire          CLK_by_32_EN,    
  input   wire          RESETn,          
  input   wire [2:0]    SELECT,          
  output  wire          CLK_OUT,         
  output  wire          CLK_EN_OUT       
);
  wire  clk_by_1_gfree_w;
  wire  clk_by_1_en_gfree_w;
  wire  clk_by_2_gfree_w;
  wire  clk_by_2_en_gfree_w;
  wire  clk_by_4_gfree_w;
  wire  clk_by_4_en_gfree_w;
  wire  clk_by_8_gfree_w;
  wire  clk_by_8_en_gfree_w;
  wire  clk_by_16_gfree_w;
  wire  clk_by_16_en_gfree_w;
  wire  clk_by_32_gfree_w;
  wire  clk_by_32_en_gfree_w;
  wire  by_1_en_w;
  wire  by_2_en_w;
  wire  by_4_en_w;
  wire  by_8_en_w;
  wire  by_16_en_w;
  wire  by_32_en_w;
  AhaClockSwitch u_clk_by_1 (
    .CLK_IN           (CLK_by_1),
    .CLK_EN_IN        (CLK_by_1_EN),
    .ALT_CLK_EN1      (by_2_en_w),
    .ALT_CLK_EN2      (by_4_en_w),
    .ALT_CLK_EN3      (by_8_en_w),
    .ALT_CLK_EN4      (by_16_en_w),
    .ALT_CLK_EN5      (by_32_en_w),
    .SELECT           (SELECT),
    .SELECT_VAL       (3'b000),
    .RESETn           (RESETn),
    .CLK_OUT          (clk_by_1_gfree_w),
    .CLK_EN_OUT       (clk_by_1_en_gfree_w),
    .EN               (by_1_en_w)
  );
  AhaClockSwitch u_clk_by_2 (
    .CLK_IN           (CLK_by_2),
    .CLK_EN_IN        (CLK_by_2_EN),
    .ALT_CLK_EN1      (by_1_en_w),
    .ALT_CLK_EN2      (by_4_en_w),
    .ALT_CLK_EN3      (by_8_en_w),
    .ALT_CLK_EN4      (by_16_en_w),
    .ALT_CLK_EN5      (by_32_en_w),
    .SELECT           (SELECT),
    .SELECT_VAL       (3'b001),
    .RESETn           (RESETn),
    .CLK_OUT          (clk_by_2_gfree_w),
    .CLK_EN_OUT       (clk_by_2_en_gfree_w),
    .EN               (by_2_en_w)
  );
  AhaClockSwitch u_clk_by_4 (
    .CLK_IN           (CLK_by_4),
    .CLK_EN_IN        (CLK_by_4_EN),
    .ALT_CLK_EN1      (by_1_en_w),
    .ALT_CLK_EN2      (by_2_en_w),
    .ALT_CLK_EN3      (by_8_en_w),
    .ALT_CLK_EN4      (by_16_en_w),
    .ALT_CLK_EN5      (by_32_en_w),
    .SELECT           (SELECT),
    .SELECT_VAL       (3'b010),
    .RESETn           (RESETn),
    .CLK_OUT          (clk_by_4_gfree_w),
    .CLK_EN_OUT       (clk_by_4_en_gfree_w),
    .EN               (by_4_en_w)
  );
  AhaClockSwitch u_clk_by_8 (
    .CLK_IN           (CLK_by_8),
    .CLK_EN_IN        (CLK_by_8_EN),
    .ALT_CLK_EN1      (by_1_en_w),
    .ALT_CLK_EN2      (by_2_en_w),
    .ALT_CLK_EN3      (by_4_en_w),
    .ALT_CLK_EN4      (by_16_en_w),
    .ALT_CLK_EN5      (by_32_en_w),
    .SELECT           (SELECT),
    .SELECT_VAL       (3'b011),
    .RESETn           (RESETn),
    .CLK_OUT          (clk_by_8_gfree_w),
    .CLK_EN_OUT       (clk_by_8_en_gfree_w),
    .EN               (by_8_en_w)
  );
  AhaClockSwitch u_clk_by_16 (
    .CLK_IN           (CLK_by_16),
    .CLK_EN_IN        (CLK_by_16_EN),
    .ALT_CLK_EN1      (by_1_en_w),
    .ALT_CLK_EN2      (by_2_en_w),
    .ALT_CLK_EN3      (by_4_en_w),
    .ALT_CLK_EN4      (by_8_en_w),
    .ALT_CLK_EN5      (by_32_en_w),
    .SELECT           (SELECT),
    .SELECT_VAL       (3'b100),
    .RESETn           (RESETn),
    .CLK_OUT          (clk_by_16_gfree_w),
    .CLK_EN_OUT       (clk_by_16_en_gfree_w),
    .EN               (by_16_en_w)
  );
  AhaClockSwitch  u_clk_by_32 (
    .CLK_IN           (CLK_by_32),
    .CLK_EN_IN        (CLK_by_32_EN),
    .ALT_CLK_EN1      (by_1_en_w),
    .ALT_CLK_EN2      (by_2_en_w),
    .ALT_CLK_EN3      (by_4_en_w),
    .ALT_CLK_EN4      (by_8_en_w),
    .ALT_CLK_EN5      (by_16_en_w),
    .SELECT           (SELECT),
    .SELECT_VAL       (3'b101),
    .RESETn           (RESETn),
    .CLK_OUT          (clk_by_32_gfree_w),
    .CLK_EN_OUT       (clk_by_32_en_gfree_w),
    .EN               (by_32_en_w)
  );
  assign CLK_OUT =      clk_by_1_gfree_w |
                        clk_by_2_gfree_w |
                        clk_by_4_gfree_w |
                        clk_by_8_gfree_w |
                        clk_by_16_gfree_w |
                        clk_by_32_gfree_w;
  assign CLK_EN_OUT =   clk_by_1_en_gfree_w |
                        clk_by_2_en_gfree_w |
                        clk_by_4_en_gfree_w |
                        clk_by_8_en_gfree_w |
                        clk_by_16_en_gfree_w |
                        clk_by_32_en_gfree_w;
endmodule
module AhaClockSwitch (
  input   wire        CLK_IN,
  input   wire        CLK_EN_IN,
  input   wire        ALT_CLK_EN1,
  input   wire        ALT_CLK_EN2,
  input   wire        ALT_CLK_EN3,
  input   wire        ALT_CLK_EN4,
  input   wire        ALT_CLK_EN5,
  input   wire [2:0]  SELECT,
  input   wire [2:0]  SELECT_VAL,
  input   wire        RESETn,
  output  wire        CLK_OUT,
  output  wire        CLK_EN_OUT,
  output  wire        EN
);
  reg   clk_en_r;
  wire  reset_n_w;
  wire  select_clk;
  AhaResetSync u_rst_sync (
    .CLK    (~CLK_IN),
    .Dn     (RESETn),
    .Qn     (reset_n_w)
  );
  always @(negedge CLK_IN or negedge reset_n_w) begin
    if(~reset_n_w) clk_en_r  <= 1'b0;
    else clk_en_r <=  select_clk &
                      (~ALT_CLK_EN1) &
                      (~ALT_CLK_EN2) &
                      (~ALT_CLK_EN3) &
                      (~ALT_CLK_EN4) &
                      (~ALT_CLK_EN5);
  end
  assign select_clk = SELECT == SELECT_VAL;
  assign CLK_OUT      = CLK_IN & clk_en_r;
  assign CLK_EN_OUT   = CLK_EN_IN & clk_en_r;  
  assign EN = clk_en_r;
endmodule
module AhaResetSync (
  input   wire  CLK,
  input   wire  Dn,
  output  wire  Qn
);
  reg sync_q;
  reg sync_qq;
  always @(posedge CLK or negedge Dn) begin
    if(~Dn) begin
      sync_q   <= 1'b0;
      sync_qq  <= 1'b0;
    end else begin
      sync_q   <= 1'b1;
      sync_qq  <= sync_q;
    end
  end
  assign Qn  = sync_qq;
endmodule
--- /design/flow/config.mk ---
export PLATFORM = sky130hd
export DESIGN_NAME = AhaClockSelector
export DESIGN_NICKNAME = AhaClockSelector
export VERILOG_FILES = /design/flow/design.v
export SDC_FILE = /design/flow/constraint.sdc
export NUM_CORES = 4
export LEC_CHECK = 1
export CORE_AREA = 10 10 70 70
export DIE_AREA = 0 0 80 80
--- /design/flow/run.sh ---
#!/bin/bash
# OpenROAD 26Q1-2900-gdf79404cd8, Yosys 0.63+post, stock flow scripts
make -C /OpenROAD-flow-scripts/flow DESIGN_CONFIG=/design/flow/config.mk WORK_HOME=/design/flow/orfs finish
==> results.py <==
# Physical implementation metrics
metrics = {
    "status": {
        "status": "finished with violations",
        "violations": "negative setup slack",
    },
    "cells_and_area": {
        "syn_to_final_growth_pct": 128,
        "fillers": 298,
        "drive_above_1_share_pct": 60.2,
        "final_cells": 169,
    },
    "placed_design": {
        "port_buffers": 12,
        "hpwlAfterDp_um": 1120,
        "gp_congestion": 0.924,
        "dp.cells": 110,
    },
    "pwr": {
        "switching_share_pct": 24.0,
        "finalPower_mw": 1.95,
        "leakage_nw": 0.663,
        "power_frac_clock_pct": 70.9,
        "comb_power_share_pct": 6.6,
        "switchingPower_uw": 466,
        "seqPwrFrac_pct": 22.4,
        "p_per_area_nw_per_um2": 1400,
        "intPower_mw": 1.48,
        "ir_drop_uv": 475,
    },
    "logic_synthesis": {
        "async_reset_ff_share_pct": 100,
        "top_cells_by_area": "dfrtn_1 74%, a22oi_1 7.4%, or4_1 3.7%",
        "ys.flops": 18,
        "synthFlopType": "dfrtn_1",
        "syn_avg_cell_area_um2": 15.2,
        "postSynthCellCount": 40,
        "ys_cells": 40,
        "synth.top_cell.area_share_pct": 74.2,
        "edf_count": 0,
        "top_area_cell": "dfrtn_1",
        "postSynthSeqShare_pct": 74.2,
        "synth_area_um2": 607,
        "ys_warn_count": 2,
        "yosys-top-cells-count": "18 x dfrtn_1, 6 x a22oi_1, 3 x or4_1",
        "yosysChipArea_um2": 607,
        "ys_types": 13,
        "post-synth-top-count-cell": "dfrtn_1",
    },
    "routing": {
        "wire_per_inst_um": 12.9,
        "insertedDiodeCount": 0,
        "ant_nets": 0,
        "wirelength_um": 2190,
        "drc": 0,
        "drt_iter0_drc": 38,
        "dr.pass1.iters": 6,
        "drt-vias-per-instance": 3.98,
        "vias": 672,
    },
    "critical_path": {
        "worst_r2r_startpoint": "u_clk_by_8.clk_en_r",
        "crit_chain": "buf_4 > a22oi_2 > nand3_2 > buf_2",
        "cp-startpoint": "u_clk_by_4.clk_en_r",
        "crit_buf_inv": 2,
        "slowest_delay_ns": 0.35,
        "critPathKind": "reg -> out",
        "path_delay_family": "flip-flops",
        "worstSetupPathDepth": 4,
        "arrival_ns": 2.14,
        "worst_setup_path_start_kind": "flip-flop",
        "r2r_cells": 5,
        "crit_slowest_cell": "dfrtn_1",
        "critPathCaptureType": "output port",
        "crit_fanout": 2,
        "crit_required_ns": 1.44,
    },
    "grt": {
        "grt_use_total_pct": 8.18,
        "grt_pass1_vias": 927,
        "grt_overflow": 0,
        "grt_pass1_wl_um": 3620,
        "antenna_found_initial": 0,
        "grt_max_degree": 13,
    },
    "clock_network": {
        "cts_tree": "yes",
        "path_clk_slew_ns": 0.03,
    },
    "sta": {
        "rsz0062_at_grt": "yes",
        "drv_slew": 0,
        "skew_ns": 0.00492,
        "setup_violations": 3,
        "setup_slack_ns": -0.703,
        "hold_viol": 0,
    },
    "die": {
        "fp-utilization_pct": 17.8,
        "core_um2": 3420,
        "ios": 18,
        "rows": 21,
        "die_h_um": 80,
        "die_area_um2": 6400,
        "die_w_um": 80,
    },
    "hold_path": {
        "min-delay-path-class": "reg -> reg",
        "hold_path_depth": 0,
        "min-delay-start": "u_clk_by_1.u_rst_sync.sync_q",
    },
    "job": {
        "maxCapViolCount": 0,
        "warnings": 34,
    },
}
[final cells by class]
cell class	instances	area (um2)	share of cell area, %
sequential	18	450	32.5
timing repair buffer	35	322	23.2
clock buffer	43	298	21.5
multi-input combinational	27	259	18.7
tap	46	57.6	4.15
[cells in the final DEF (no fill, tap or decap)]
| cell | netlist | final |
|---|---|---|
| a22oi_1 | 6 | 1 |
| a22oi_2 | 0 | 5 |
| buf_12 | 0 | 1 |
| buf_2 | 0 | 3 |
| buf_4 | 0 | 15 |
| buf_6 | 0 | 3 |
| buf_8 | 0 | 1 |
| clkbuf_1 | 0 | 6 |
| clkbuf_4 | 0 | 36 |
| clkdlybuf4s50_1 | 0 | 7 |
| conb_1 | 1 | 6 |
| dfrtn_1 | 18 | 18 |
| dlygate4sd3_1 | 0 | 6 |
| nand2b_1 | 1 | 1 |
| nand3_1 | 2 | 1 |
| nand3_2 | 0 | 1 |
| nor2_1 | 2 | 2 |
| nor3_2 | 0 | 1 |
| nor3_4 | 0 | 1 |
| nor4_4 | 0 | 1 |
| nor4b_4 | 0 | 1 |
| or3b_4 | 0 | 1 |
| or4_1 | 3 | 1 |
| or4_4 | 1 | 3 |
| or4b_4 | 0 | 1 |
[power by group through the flow]
stage	clock network [mW]	logic (mW)	registers, mW
after global routing	1.55	0.138	0.438
after CTS	1.43	0.124	0.436
final	1.38	0.129	0.437
[cell families (layout without fill, tap and decap cells)]
kind of cell,Yosys count,in the layout,synth area share (%)
DFF,18,18,74.2
and+or+nand+nor,15,15,17.7
AOI/OAI and AO/OA,6,6,7.42
other,1,6,0.618
buffers and inverters,0,78,0
[layer usage]
| layer | track usage (%) | vias to the layer above | wire (um) |
|---|---|---|---|
| met1 | 7.71 | 294 | 880 |
| met2 | 5.70 | 52 | 787 |
| met3 | 12.2 | 18 | 409 |
| met5 | 0 | - | 0 |
| li1 | - | 308 | - |
| met4 | 10.4 | 0 | 109 |
[worst reg2reg max path: stages, from the launching register on]
cell	delay, ns
dfrtn_1	0.33
buf_4	0.14
buf_4	0.12
buf_4	0.13
or4_4	0.52
nor4_4	0.32
[metrics by stage]
step / setup WS (ns) / hold WS [ns] / instance area (um2) / setup TNS (ns) / util [%]
6_report: -0.703 / 0.293 / 1390 / -1.34 / 40.6
3_5_place_dp: -0.706 / -0.0455 / 886 / -4.88 / 25.9
4_1_cts: -0.729 / 0.295 / 1370 / -1.39 / 40.1
2_1_floorplan: -0.113 / -0.0493 / 643 / -0.580 / -
5_1_grt: -0.799 / 0.303 / 1390 / -1.51 / 40.6
3_3_place_gp: -0.724 / -0.0475 / 886 / -4.84 / 25.9
[path summary, 6_finish.rpt]
check | endpoint | slack, ns
setup / recovery | CLK_OUT | -0.70
hold / removal | u_clk_by_1.u_rst_sync.sync_qq | 0.29
setup reg to reg | u_clk_by_4.clk_en_r | 0.24
hold reg to reg | u_clk_by_1.u_rst_sync.sync_qq | 0.29
max in group clk5 | u_clk_by_8.clk_en_r | 0
max in group clk3 | u_clk_by_32.clk_en_r | 0.03
max in group clk4 | u_clk_by_4.clk_en_r | 0.06
min in group clk1 | u_clk_by_16.u_rst_sync.sync_qq | 0.29
min in group clk2 | u_clk_by_2.u_rst_sync.sync_qq | 0.29
min in group clk3 | u_clk_by_32.u_rst_sync.sync_qq | 0.29
[timing repair]
item,in CTS,in global routing
hold buffers,6,0
resized,31,5
pin swaps,9,5
setup endpoints to repair,8,4
setup buffers,10,1
hold endpoints to repair,6,0
Power and IR drop assume default switching activity.
